===== flow/design.v =====
module clk_div(
input clk,
input rst,
output clk_div
);
reg clk_div;
reg [25:0] cnt;
always@(posedge clk or posedge rst) 
begin
	if (rst) 
		cnt<=26'd0;
	else if(cnt==62500000-1)
		cnt<=26'd0;
	else	
		cnt<=cnt+1;
end
always@(posedge clk or posedge rst)
begin
	if(rst)
		clk_div<=1'b0;
	else if(cnt==31250000-1)
		clk_div<=~clk_div;
end
endmodule

===== flow/run.sh =====
#!/bin/bash
# OpenROAD 26Q1-2900-gdf79404cd8, Yosys 0.63+post, stock flow scripts
make -C /OpenROAD-flow-scripts/flow DESIGN_CONFIG=/design/flow/config.mk WORK_HOME=/design/flow/orfs finish

===== flow/config.mk =====
export PLATFORM = sky130hd
export DESIGN_NAME = clk_div
export DESIGN_NICKNAME = clk_div
export VERILOG_FILES = /design/flow/design.v
export SDC_FILE = /design/flow/constraint.sdc
export NUM_CORES = 4
export LEC_CHECK = 1
export CORE_AREA = 10 10 101 101
export DIE_AREA = 0 0 111 111

===== flow/constraint.sdc =====
current_design clk_div

set clk_period 3.5
set clk_io_pct 0.2

create_clock -name clk0 -period $clk_period [get_ports {clk}]

set non_clock_inputs [all_inputs -no_clocks]
set_input_delay [expr $clk_period * $clk_io_pct] -clock clk0 $non_clock_inputs
set_output_delay [expr $clk_period * $clk_io_pct] -clock clk0 [all_outputs]

==> run summary <==
Item: results of the latest flow run.

- Looking at the max-slew report, the worst-margin pin has a slew of 0.952 ns.
- The sum of routed wire length over all layers is 2990 um.
- Dividing the synthesized area by the synthesized cell count gives 10.1 um^2.
- Looking at the reg2reg group, the worst path starts from cnt[0]$_DFF_PP0_.
- Per the synthesis report, the dominant area consumer among library cells is sky130_fd_sc_hd__dfrtp_1.
- The depth of the worst register-to-register path is 5.
- For this run, the final setup violation count is recorded as 0.
- The worst setup path is launched from a flip-flop.
- The number of antenna violations at the first check in global routing is 0.
- The flow ran to the end, and the final reports show no timing, DRC or antenna violations.
- The critical path data required time is 3.62 ns.
- The share of the core area taken by cells at floorplan is 0.185.
- The arrival time reported for the critical path endpoint is 2.25 ns.
- The residual overflow from global routing is 0.
- Along the critical path, the tally of buffer and inverter instances is 0.
- Counting flops with an async set or reset pin after synthesis yields a share of 1.00.
- The worst-path cell with the longest stage delay is sky130_fd_sc_hd__nor2_1.
- In this run the maximum-capacitance check reported violations numbering 0.
- The portion of synthesized cell area occupied by the leading cell type is 0.450.
- The level count of the clock H-tree is 1.
- The number of clock buffers inserted by TritonCTS is 3.
- The length of the first detailed-routing pass in iterations is 4.
- The area of the placeable core is 8130 um^2.
- The worst register-to-register path ends at cnt[7]$_DFF_PP0_.
- After layout, the minimum clock period comes to 2.13 ns.
- After synthesis the netlist holds a flip-flop and latch count of 27.
- Post-synthesis, Yosys gives the total cell area as 1500 um^2.
- The layout report lists the multi-input gate area as 768 um^2.
- The most frequent logic cell in the layout is sky130_fd_sc_hd__dfrtp_1.
- The synthesis report lists the Yosys warning total as 1.
- After synthesis, the share of cell area in mux cells is 0.0200.
- The share of the synthesized netlist area taken by xor and xnor gates is 0.0992.
- Per the synthesis report, the adder-cell share of the synthesized area is 0.0167.
- For this run, design rule violations remaining after detail routing come to 0.
- The number of inserted filler cells in the final layout is 859.
- The number of buffers added on ports is 2.
- Looking at the setup timing report, the critical path kind is flip-flop to flip-flop.
- The and-or/or-and share of the synthesized area is 0.0525.
- The startpoint of the worst hold path is clk_div$_DFFE_PP0N_.
- The signal on the critical path passes through ha_1 > and3_1 > nand4_1 > nor2_1 > nor2_1.
- The count of endpoints failing hold in the final timing report is 0.
- By instance count, the cell type seen most on the critical path is sky130_fd_sc_hd__nor2_1.
- The TritonCTS clock tree is built.
- Hold timing on the final database bottoms out at a slack of 0.468 ns.
- The placed wire-length estimate is 2140 um.
- The minimum setup slack among reg-to-reg paths is 1.37 ns.
- The category of cells accounting for the largest share of critical-path delay is simple AND/OR/NAND/NOR gates.
- On the reported timing paths, the clock transition at the registers reads 0.09 ns.
- The largest fanout of any net on the critical path is 13.
- The number of setup buffers added after CTS is 0.
- Gates resized during post-CTS repair numbered 0.
- The area taken by flip-flops and latches is 676 um^2.
- The summed negative setup slack over all endpoints is 0 ns.
- The element type at the critical path end is a flip-flop.
- The final timing report lists a max-slew violation count of 0.
- Clock latency on the worst-skew pair, taken at its later pin, is 0.27 ns.
- The maximum count of clock buffers along a single path is 2.
- The main area contributors are sky130_fd_sc_hd__dfrtp_1 45%, sky130_fd_sc_hd__xor2_1 7.6%, sky130_fd_sc_hd__nand4_1 6.3%, sky130_fd_sc_hd__xnor2_1 2.3%, sky130_fd_sc_hd__nand2_1 2.3%.
- Yosys stat counts 148 cells in the synthesized netlist.
- The worst hold-check path type is flip-flop to flip-flop.
- The cell count after synthesis is 148.
- On the worst path, the slowest cell contributes a delay of 0.79 ns.
- Of the total synthesized cell area, the portion taken by AND, OR, NAND and NOR gates is 0.323.
- The dominant register cell in the synthesized netlist is sky130_fd_sc_hd__dfrtp_1.
- The final antenna-violating net count is 0.
- The largest family of logic cells by area is simple AND/OR/NAND/NOR gates.
- Per the OpenROAD floorplan log, the height of the die is 111 um.
- The sequential cell area fraction in the yosys report is 0.450.
- Per the summary, power density relative to cell area is 295 nW/um^2.
- Per the detail_route report, inserted antenna diodes total 0.
- STA shows the worst min-delay path finishing at clk_div$_DFFE_PP0N_.
- The final timing report lists clock skew as 0.00388 ns.
- In this run the core area contains 33 standard-cell rows.
- The final routed wire length divided by cell count is 11.8 um.
- In this run, the number of DRC markers left after iteration 0 of detailed routing was 68.
- Of the cells placed in the final design, the portion with a size suffix greater than 1 is 0.0940.
- The number of clock sinks is 27.
- The final weighted congestion in routability-driven placement is 0.894.
- Setup repair after global routing left no endpoint under its margin.
- Ranking logic cells in the layout by count gives the top entries 27 x sky130_fd_sc_hd__dfrtp_1, 15 x sky130_fd_sc_hd__nand4_1, 13 x sky130_fd_sc_hd__xor2_1.
- The cell chosen for the clock root is sky130_fd_sc_hd__clkbuf_8.
- Across all stage logs, warnings added up to 26.
- Across all checked pins, the minimum headroom to the slew limit is 0.363.
- The first-pass GRT wire length is 5350 um.
- The largest net degree at the start of global routing is 28.
- In this run, synthesis inferred 0 flip-flops with an integrated enable.
- The signed area change from the synthesized netlist to the final layout is 10.7%.
- The all-layer global routing usage is 0.0486.
- The number of I/O pins is 3.
- The via count of the first global-routing pass is 1108.
- Measured along the x axis, the die boundary spans 111 um.
- The static power due to leakage is 0.000641 uW.
- Across all layers, the routed design uses 1171 vias.
- The highest clock rate this design can be run at is 0.469 GHz.
- The number of hold buffers added after CTS was 0.
- Post-route period utilization is reported as 0.609.
- The die footprint is 12300 um^2.
- The via density per instance is 4.61.
- In this run the VDD rail shows a maximum IR drop of 0.000102 V.
- In this run the cell area of the synthesized design comes to 1500 um^2.
- The gate-level netlist out of Yosys references 36 unique cell types.
- Hold analysis shows the worst path with a depth of 1.
==> synth_stat cells, types with 3 or more instances <==
library cell / instances
sky130_fd_sc_hd__nor2_1: 9
sky130_fd_sc_hd__xnor2_1: 4
sky130_fd_sc_hd__inv_1: 4
sky130_fd_sc_hd__mux2i_1: 3
sky130_fd_sc_hd__o21ai_0: 4
sky130_fd_sc_hd__a21oi_1: 5
sky130_fd_sc_hd__nor4_1: 5
sky130_fd_sc_hd__nand4_1: 15
sky130_fd_sc_hd__nand3_1: 4
sky130_fd_sc_hd__and3_1: 4
sky130_fd_sc_hd__or3_1: 3
sky130_fd_sc_hd__dfrtp_1: 27
sky130_fd_sc_hd__nand2_1: 9
sky130_fd_sc_hd__and4_1: 3
sky130_fd_sc_hd__nor3_1: 5
sky130_fd_sc_hd__xor2_1: 13
==> cells by family after synthesis <==
kind of cell	Yosys count
buffers and inverters	10
DFF	27
muxes	3
adders and majority gates	2
and+or+nand+nor	76
xor gates and xnor gates	17
AOI/OAI and AO/OA	13
==> power breakdown <==
| group | switching [uW] | internal [uW] | total [uW] | leakage (uW) |
|---|---|---|---|---|
| sequential | 0 | 312 | 312 | 0.000368 |
| combinational | 5.96 | 1.80 | 7.75 | 0.000251 |
| clock | 90.2 | 81.4 | 172 | 0.0000228 |
==> registers in the layout (all words and copies together) (netlist names) <==
name     count
clk_div      1
cnt         26
==> worst register-to-register path, stage by stage, from the launching register on <==
cell and delay, ns:
sky130_fd_sc_hd__dfrtp_1 0.41, sky130_fd_sc_hd__ha_1 0.20, sky130_fd_sc_hd__and3_1 0.24, sky130_fd_sc_hd__nand4_1 0.22, sky130_fd_sc_hd__nor2_1 0.79, sky130_fd_sc_hd__nor2_1 0.12
==> metal layers <==
metal | share of wire | wire, um | global-route usage
met1 | 0.44 | 1330 | 0.0677
met2 | 0.47 | 1400 | 0.0778
met3 | 0.069 | 206 | 0.00602
met4 | 0.017 | 51 | 0.0122
met5 | 0 | 0 | 0
==> stage by stage <==
stage	util	total power, uW	std cells	cell area [um^2]	worst slack [ns]
2_1_floorplan	-	322	148	1500	1.75
3_3_place_gp	0.199	326	250	1620	1.45
3_5_place_dp	0.199	326	250	1620	1.36
4_1_cts	0.204	500	254	1660	1.35
5_1_grt	0.204	514	254	1660	1.13
6_report	0.204	491	254	1660	1.37
==> cell type report <==
| class | count | area share |
|---|---|---|
| multi-input cells | 111 | 0.462 |
| clock buffers | 4 | 0.0271 |
| inverters | 4 | 0.00903 |
| flip-flops and latches | 27 | 0.406 |
| well taps | 105 | 0.0790 |
| repair buffers | 3 | 0.0166 |
==> worst max path at each step <==
| stage | slack (ns) | end | cells past startpoint | start |
|---|---|---|---|---|
| finish | 1.37 | cnt[7]$_DFF_PP0_ | 5 | cnt[0]$_DFF_PP0_ |
| global route | 1.13 | cnt[21]$_DFF_PP0_ | 4 | cnt[17]$_DFF_PP0_ |
| CTS | 1.35 | cnt[7]$_DFF_PP0_ | 5 | cnt[0]$_DFF_PP0_ |
Power figures rest on the tool's default switching activity, not on a simulated workload.
