===== /design/flow/run.sh =====
#!/bin/bash
# OpenROAD 26Q1-2900-gdf79404cd8, Yosys 0.63+post, stock flow scripts
make -C /OpenROAD-flow-scripts/flow DESIGN_CONFIG=/design/flow/config.mk WORK_HOME=/design/flow/orfs finish

===== /design/flow/config.mk =====
export PLATFORM = sky130hd
export DESIGN_NAME = ate00
export DESIGN_NICKNAME = ate00
export VERILOG_FILES = /design/flow/design.v
export SDC_FILE = /design/flow/constraint.sdc
export NUM_CORES = 4
export LEC_CHECK = 1
export CORE_UTILIZATION = 30

===== /design/flow/constraint.sdc =====
current_design ate00

set clk_period 10.1
set clk_io_pct 0.2

create_clock -name clk0 -period $clk_period [get_ports {clk}]

set non_clock_inputs [all_inputs -no_clocks]
set_input_delay [expr $clk_period * $clk_io_pct] -clock clk0 $non_clock_inputs
set_output_delay [expr $clk_period * $clk_io_pct] -clock clk0 [all_outputs]

===== /design/flow/design.v =====
module ate00(clk,reset,pix_data,bin,threshold);
input 		 clk;
input 	     reset;
input [7:0]  pix_data;
output 		 bin;
output [7:0] threshold;
reg [7:0] threshold;
reg bin;
reg [7:0] data [63:0];  
reg [5:0]counter;
reg [7:0]min;
reg [7:0]max;
reg [4:0]block;
reg [7:0]average;
reg [8:0]sum;
integer i; 
always@(posedge clk or posedge reset)begin
if(reset)begin
    block<=0;  
end
else if((counter==63) && (block==5))begin
    block<=0;
end
else if(counter==63)begin
    block<=block+1;
end
end
always@(posedge clk or posedge reset)begin
if(reset)begin
    counter<=0;
end
else begin
    counter<=counter+1;
end
end
always@(posedge clk)begin
if(reset)begin
    for(i=0; i<=63; i=i+1)begin
        data[i]<=0;end
end
else begin
    data[counter]<=pix_data;
end
end
always@(posedge clk)begin
if(reset)begin
    max<=0;
end
else if(counter==0)begin
    max<=pix_data;
    end
else if(pix_data > max)begin
    max<=pix_data;
    end
end
always@(posedge clk)begin
if(reset)begin
    min<=0;
end
else if(counter==0)begin
    min<=pix_data;
    end
else if(pix_data < min)begin
    min<=pix_data;
    end
end
always@(*)begin
    sum=min+max;
end
always@(*)begin
if(sum[0])begin
    sum=sum+1;
    average=sum/2;end
else begin
    average=sum/2; end
end   
always@(posedge clk or posedge reset)begin
if(reset)begin
    bin <= 0; end
else begin
    if((block==1) || (block==0))begin 
        bin<=0;end
    else if((counter==0) && (data[0] >= average)) begin 
        bin<=1;end
    else if ((counter!=0) && (data[counter] >= threshold))begin
        bin<=1;end
    else begin
        bin<=0;end
    end
end
always@(posedge clk or posedge reset)begin
if(reset)begin
    threshold <= 0;
end
else if(counter==0)begin
    if (((block==1) || (block==0)))
        threshold<=0;
    else
        threshold<=average;
end
end
endmodule

==> impl_metrics.py <==
# Flow results
metrics = {
    "outcome": {
        "error_message": "ERROR: Found 5 problems in 'check -assert'.",
        "stop_stage": "1_2_yosys",
        "status": "did not finish",
    },
    "synthesis": {
        "synth-edff-count": 512,
        "summed_standard_cell_area_reported_by_yosys_sq_um": 26460,
        "yosys_cells": 2083,
        "synth_top_flop_cell": "sky130_fd_sc_hd__edfxtp_1",
        "yosys_warnings": 1,
        "ffs_latches_synth": 553,
        "async_reset_ff_share_pct": 3.617,
        "yosysUniqueCellTypes": 65,
    },
}
synthesized netlist by cell type (7+ instances only):
cell / count / area [sq um]
sky130_fd_sc_hd__edfxtp_1: 512 / 15370
sky130_fd_sc_hd__buf_2: 25 / 125.1
sky130_fd_sc_hd__a22o_1: 16 / 140.1
sky130_fd_sc_hd__a22oi_1: 34 / 255.2
sky130_fd_sc_hd__a221oi_1: 66 / 578.1
sky130_fd_sc_hd__ha_1: 45 / 563.0
sky130_fd_sc_hd__mux2i_1: 64 / 640.6
sky130_fd_sc_hd__o21ai_0: 98 / 490.5
sky130_fd_sc_hd__a31oi_1: 7 / 43.79
sky130_fd_sc_hd__buf_4: 10 / 75.07
sky130_fd_sc_hd__inv_1: 36 / 135.1
sky130_fd_sc_hd__nand2_1: 41 / 153.9
sky130_fd_sc_hd__o22ai_1: 30 / 187.7
sky130_fd_sc_hd__xnor2_1: 11 / 96.34
sky130_fd_sc_hd__nor3_1: 71 / 355.3
sky130_fd_sc_hd__dfrtp_1: 20 / 500.5
sky130_fd_sc_hd__mux2_2: 35 / 394.1
sky130_fd_sc_hd__nor2b_1: 8 / 50.05
sky130_fd_sc_hd__clkbuf_1: 125 / 469.2
sky130_fd_sc_hd__a21oi_1: 59 / 295.3
sky130_fd_sc_hd__mux4_2: 38 / 855.8
sky130_fd_sc_hd__dfxtp_1: 16 / 320.3
sky130_fd_sc_hd__and2_1: 454 / 2840
sky130_fd_sc_hd__nand2b_1: 9 / 56.30
sky130_fd_sc_hd__a211oi_1: 7 / 52.55
sky130_fd_sc_hd__nand3_1: 9 / 45.04
sky130_fd_sc_hd__nor2_1: 135 / 506.7
cell families after synthesis:
kind of cell	share of synthesized area (%)
fa+ha+maj	2.203
simple gates	16.16
compound gates	8.959
mux	7.201
buf+inv	3.437
latches	0.2837
xor+xnor	0.5626
flops	61.20
